==> /design/flow/config.mk <==
export PLATFORM = sky130hd
export DESIGN_NAME = round_function
export DESIGN_NICKNAME = round_function
export VERILOG_FILES = /design/flow/design.v
export SDC_FILE = /design/flow/constraint.sdc
export NUM_CORES = 4
export LEC_CHECK = 1
export CORE_AREA = 10 10 123 123
export DIE_AREA = 0 0 133 133
export SYNTH_HDL_FRONTEND = slang
==> /design/flow/run.sh <==
#!/bin/bash
# OpenROAD 26Q1-2900-gdf79404cd8, Yosys 0.63+post, stock flow scripts
make -C /OpenROAD-flow-scripts/flow DESIGN_CONFIG=/design/flow/config.mk WORK_HOME=/design/flow/orfs finish
==> /design/flow/design.v <==
`timescale 1ns / 1ps
module Sbox(
    input logic [3:0] in,
    output logic [3:0] out
    );
    always_comb begin
        case(in)
            4'h0: out = 4'hC;
            4'h1: out = 4'h5;
            4'h2: out = 4'h6;
            4'h3: out = 4'hB;
            4'h4: out = 4'h9;
            4'h5: out = 4'h0;
            4'h6: out = 4'hA;
            4'h7: out = 4'hD;
            4'h8: out = 4'h3;
            4'h9: out = 4'hE;
            4'hA: out = 4'hF;
            4'hB: out = 4'h8;
            4'hC: out = 4'h4;
            4'hD: out = 4'h7;
            4'hE: out = 4'h1;
            4'hF: out = 4'h2;
            default: out = 4'hx;
        endcase
    end
endmodule
`timescale 1ns / 1ps
module Sbox_64(
    input logic [63:0] in,
    output logic [63:0] out
    );
    Sbox sbox_1(.in(in[3:0]), .out(out[3:0]));
    Sbox sbox_2(.in(in[7:4]), .out(out[7:4]));
    Sbox sbox_3(.in(in[11:8]), .out(out[11:8]));
    Sbox sbox_4(.in(in[15:12]), .out(out[15:12]));
    Sbox sbox_5(.in(in[19:16]), .out(out[19:16]));
    Sbox sbox_6(.in(in[23:20]), .out(out[23:20]));
    Sbox sbox_7(.in(in[27:24]), .out(out[27:24]));
    Sbox sbox_8(.in(in[31:28]), .out(out[31:28]));
    Sbox sbox_9(.in(in[35:32]), .out(out[35:32]));
    Sbox sbox_10(.in(in[39:36]), .out(out[39:36]));
    Sbox sbox_11(.in(in[43:40]), .out(out[43:40]));
    Sbox sbox_12(.in(in[47:44]), .out(out[47:44]));
    Sbox sbox_13(.in(in[51:48]), .out(out[51:48]));
    Sbox sbox_14(.in(in[55:52]), .out(out[55:52]));
    Sbox sbox_15(.in(in[59:56]), .out(out[59:56]));
    Sbox sbox_16(.in(in[63:60]), .out(out[63:60]));
endmodule
`timescale 1ns / 1ps
module pLayer(
    input logic [63:0] in,
    output logic [63:0] out
    );
    assign out[0] = in[0];
    assign out[1] = in[4];
    assign out[2] = in[8];
    assign out[3] = in[12];
    assign out[4] = in[16];
    assign out[5] = in[20];
    assign out[6] = in[24];
    assign out[7] = in[28];
    assign out[8] = in[32];
    assign out[9] = in[36];
    assign out[10] = in[40];
    assign out[11] = in[44];
    assign out[12] = in[48];
    assign out[13] = in[52];
    assign out[14] = in[56];
    assign out[15] = in[60];
    assign out[16] = in[1];
    assign out[17] = in[5];
    assign out[18] = in[9];
    assign out[19] = in[13];
    assign out[20] = in[17];
    assign out[21] = in[21];
    assign out[22] = in[25];
    assign out[23] = in[29];
    assign out[24] = in[33];
    assign out[25] = in[37];
    assign out[26] = in[41];
    assign out[27] = in[45];
    assign out[28] = in[49];
    assign out[29] = in[53];
    assign out[30] = in[57];
    assign out[31] = in[61];
    assign out[32] = in[2];
    assign out[33] = in[6];
    assign out[34] = in[10];
    assign out[35] = in[14];
    assign out[36] = in[18];
    assign out[37] = in[22];
    assign out[38] = in[26];
    assign out[39] = in[30];
    assign out[40] = in[34];
    assign out[41] = in[38];
    assign out[42] = in[42];
    assign out[43] = in[46];
    assign out[44] = in[50];
    assign out[45] = in[54];
    assign out[46] = in[58];
    assign out[47] = in[62];
    assign out[48] = in[3];
    assign out[49] = in[7];
    assign out[50] = in[11];
    assign out[51] = in[15];
    assign out[52] = in[19];
    assign out[53] = in[23];
    assign out[54] = in[27];
    assign out[55] = in[31];
    assign out[56] = in[35];
    assign out[57] = in[39];
    assign out[58] = in[43];
    assign out[59] = in[47];
    assign out[60] = in[51];
    assign out[61] = in[55];
    assign out[62] = in[59];
    assign out[63] = in[63];
endmodule
`timescale 1ns / 1ps
module round_function(
    input logic [63:0] state,
    input logic [63:0] round_key,
    output logic [63:0] new_state
);
    logic [63:0] state_after_sbox;
    logic [63:0] state_after_p_layer;
    Sbox_64 sbox_64(
        .in(state),
        .out(state_after_sbox)
    );
    pLayer p_layer_inst(
        .in(state_after_sbox),
        .out(state_after_p_layer)
    );
    always_comb begin
        new_state = state_after_p_layer ^ round_key;  
    end
endmodule
==> /design/flow/constraint.sdc <==
current_design round_function

set clk_period 1.3
set clk_io_pct 0.2

create_clock -name clk0 -period $clk_period

set non_clock_inputs [all_inputs -no_clocks]
set_input_delay [expr $clk_period * $clk_io_pct] -clock clk0 $non_clock_inputs
set_output_delay [expr $clk_period * $clk_io_pct] -clock clk0 [all_outputs]
==> impl_metrics.csv <==
group,metric,value,unit
timing,whs,0.997,ns
outcome,status,"complete, but fails checks",
drt,wl_per_cell,14.3,µm
finish,n_fill_cell,824,
timing,max_freq,571,MHz
yosys,area_leaders,"ha_1, mux4_2, xnor2_1, xor2_1, inv_1",
global_route,use_met3,2.54,%
job,timing.max_cap.violations,0,
yosys,synth_cell_types,19,
drt,viasPerCell,4.54,
place,hpwl,9660,µm
finish,flops,0,
yosys,syn-cell-area,0.00361,mm²
drt,diodes,0,
setup_path,crit_top_cell,"buf_6",
hold_path,min_path_type,"in2out",
global_route,grt_use_met1,19.8,%
setup_path,cp_slowest_cell,"mux4_2",
power_and_ir_drop,irDropWorstVdd,173,µV
finish,drive_above_1_share,68.8,%
outcome,violations,"negative setup slack",
die,dieArea,0.0177,mm²
setup_path,cp.required,1.04,ns
drt,ant_nets,0,
hold_path,holdPathStages,5,
yosys,avgSynthCellArea,8.88,µm²
yosys,ys_cells,406,
global_route,grt_pass1_wl,21200,µm
die,die_x,133,µm
die,rows,41,
yosys,largest_area_cell,"ha_1",
yosys,synthCells,406,
global_route,grt_pass1_vias,4391,
finish,final_cells,915,
setup_path,cp_top_family,"buffers and inverters",
setup_path,critPathCaptureType,"output port",
yosys,yosys_warnings,0,
finish,clock_buffers,0,
setup_path,path_class,"in2out",
power_and_ir_drop,power_density,349,mW/mm²
timing,max_slew_margin,77.3,%
drt,drt_wl_total,13100,µm
drt,drt-pass1-iter-count,4,
timing,finalHoldViolCount,0,
timing,rsz0062_at_grt,"yes",
timing,fin_ws,-0.452,ns
setup_path,cp_data_arrival_time,1.49,ns
timing,finalClockPeriodUsage,135,%
global_route,gr-total-overflow,0,
place,finalWeightedCongestion,0.847,
setup_path,crit_start,"state[56]",
drt,num_vias,4157,
global_route,grtUsageMet2,22.5,%
setup_path,slowest_delay,0.45,ns
die,io_pins,192,
timing,worst_pin_slew,0.338,ns
hold_path,whs_endpoint,"new_state[58]",
setup_path,path_buffers,6,
global_route,grt.busiest_layer,"met2",
timing,setup_viol,64,
die,core_area,0.0126,mm²
timing,slew_violations,0,
finish,register_area,0,µm²
timing,fin_crit,1.75,ns
place,dp_cells,861,
global_route,grt_antenna_before_repair,0,
power_and_ir_drop,power,2.97,mW
yosys,ys_chip_area,0.00361,mm²
setup_path,path_depth,9,
global_route,grtUsageTotal,13.8,%
die,fp_util,28.7,%
power_and_ir_drop,power.leakage,3.55,nW
drt,drc,0,
hold_path,hp-start,"state[43]",
setup_path,startpoint_type,"input port",
die,die_h,133,µm
yosys,postSynthSeqShare,0,%
global_route,grt_max_degree,10,
setup_path,worstPathCellList,"buf_8, clkinvlp_4, buf_6, buf_6, ha_4, inv_2, mux4_2, xnor2_1, buf_2",
setup_path,path_max_fanout,2,
drt,drt_iter0_drc,106,
yosys,synth.most_common_cell,"ha_1",
job,warnings,114,
place,port_buffers,192,
yosys,synth_top_area_share,33.0,%
finish,area_growth_syn_to_layout,136,%
finish,logic_area,0.00469,mm²
yosys,top_cells_by_count,"ha_1, xnor2_1, inv_1",
==> metrics by stage <==
step,util (%),setup slack [ns],TNS [ns],cell area [µm²]
global route,67.7,-0.516,-20.57,8510
global placement,52.7,-1.21,-72.13,6630
CTS,63.7,-0.459,-17.71,8000
floorplan,-,-0.141,-2.18,3840
finish,67.7,-0.452,-17.10,8510
detailed placement,52.7,-1.25,-72.74,6630
==> power breakdown <==
part           switching, mW  total, mW  internal, mW  leakage [nW]
sequential                 0          0             0             0
combinational           1.16       2.97          1.82          3.55
clock                      0          0             0             0
==> final cells by class <==
class / count / share of cell area [%]
inverters: 49 / 4.06
multi-input cells: 341 / 55.1
well taps: 172 / 2.53
repair buffers: 353 / 38.3
==> timing repair <==
action,4_1_cts,5_1_grt
pin swaps,149,122
gates resized,763,126
gates cloned,2,1
setup endpoints to repair,64,64
hold buffers,0,0
buffers inserted,51,10
==> worst max-delay path by stage <==
stage,slack (ns),endpoint
after CTS,-0.46,new_state[30]
after global routing,-0.52,new_state[30]
final,-0.45,new_state[30]
==> layout by cell type, fill, tap and decap left out, types with 2 or more instances in the layout <==
cell | netlist | layout
a211oi_4 | 0 | 5
clkdlybuf4s15_1 | 0 | 5
ha_4 | 0 | 72
inv_6 | 0 | 6
dlygate4sd2_1 | 0 | 12
buf_2 | 4 | 70
a21oi_1 | 22 | 2
nor2b_1 | 4 | 2
nand2_1 | 4 | 4
ha_1 | 95 | 19
mux4_2 | 27 | 27
buf_8 | 0 | 22
mux2i_1 | 14 | 11
xor2_1 | 27 | 27
o21ai_0 | 17 | 2
inv_2 | 4 | 18
nor2_1 | 38 | 22
xnor2_1 | 52 | 34
a21oi_2 | 0 | 20
a211oi_2 | 0 | 14
clkdlybuf4s15_2 | 0 | 4
ha_2 | 0 | 4
clkbuf_2 | 0 | 6
a211oi_1 | 21 | 2
inv_8 | 0 | 13
mux2i_2 | 0 | 3
inv_1 | 43 | 3
nor2_2 | 0 | 8
o21ai_1 | 18 | 22
xnor2_2 | 0 | 17
nor2_4 | 0 | 8
buf_4 | 0 | 76
clkdlybuf4s50_1 | 0 | 64
buf_6 | 12 | 85
inv_4 | 0 | 7
buf_12 | 0 | 9
o21ai_2 | 0 | 11
==> routing by layer <==
metal / part of all wire [%] / vias to the layer above
li1: - / 2071
met1: 48 / 1974
met2: 47 / 110
met3: 5.3 / 2
met4: 0.11 / 0
met5: 0 / -
==> logic make-up after synthesis <==
family,count (synthesis),share of synthesized area (%)
fa+ha+maj,95,33.0
compound gates,79,12.5
simple gates,47,5.20
buf+inv,65,9.40
xor+xnor,79,19.2
mux,41,20.7
Power is estimated from default activity; no workload was simulated.
